==> design/flow/design.v <==
`timescale 1ns/10ps
module mux32to1 (
    input [31:0] R0, R1, R2, R3, R4, R5, R6, R7, R8, R9, R10, R11, R12, R13, R14, R15, 
    input [31:0] RHI, RLO, RZHI, RZLO, RPC, RMDR, RINPORT, RC,   
    input [4:0] Sel,       
    output reg [31:0] Y           
);
    always @(*) begin
        case (Sel)
            5'd0:  Y = R0;
            5'd1:  Y = R1;
            5'd2:  Y = R2;
            5'd3:  Y = R3;
            5'd4:  Y = R4;
            5'd5:  Y = R5;
            5'd6:  Y = R6;
            5'd7:  Y = R7;
            5'd8:  Y = R8;
            5'd9:  Y = R9;
            5'd10: Y = R10;
            5'd11: Y = R11;
            5'd12: Y = R12;
            5'd13: Y = R13;
            5'd14: Y = R14;
            5'd15: Y = R15;
            5'd16: Y = RHI;
            5'd17: Y = RLO;
            5'd18: Y = RZHI;
            5'd19: Y = RZLO;
            5'd20: Y = RPC;
            5'd21: Y = RMDR;
            5'd22: Y = RINPORT;
            5'd23: Y = RC;
            default: Y = 32'b0;  
        endcase
    end
endmodule
==> design/flow/run.sh <==
#!/bin/bash
# OpenROAD 26Q1-2900-gdf79404cd8, Yosys 0.63+post, stock flow scripts
make -C /OpenROAD-flow-scripts/flow DESIGN_CONFIG=/design/flow/config.mk WORK_HOME=/design/flow/orfs finish
==> design/flow/config.mk <==
export PLATFORM = sky130hd
export DESIGN_NAME = mux32to1
export DESIGN_NICKNAME = mux32to1
export VERILOG_FILES = /design/flow/design.v
export SDC_FILE = /design/flow/constraint.sdc
export NUM_CORES = 4
export LEC_CHECK = 1
export CORE_AREA = 10 10 312 312
export DIE_AREA = 0 0 322 322
==> design/flow/constraint.sdc <==
current_design mux32to1

set clk_period 6.5
set clk_io_pct 0.2

create_clock -name clk0 -period $clk_period

set non_clock_inputs [all_inputs -no_clocks]
set_input_delay [expr $clk_period * $clk_io_pct] -clock clk0 $non_clock_inputs
set_output_delay [expr $clk_period * $clk_io_pct] -clock clk0 [all_outputs]
==> results.toml <==
# flow metrics
[critical_path]
start_kind = "primary input"
crit_fanout = 20
critPathKind = "in -> out"
arrival_ns = 4.76
crit_start = "Sel[4]"
critical_path_depth = 8
slowest_delay_ns = 0.80
cp-endpoint = "Y[5]"
crit_buf_inv = 3
cp_top_family = "buffers and inverters"
worstPathCellList = "buf_2 -> nor2b_4 -> buf_4 -> nand2_1 -> o22ai_1 -> a221o_1 -> or3_1 -> clkdlybuf4s50_1"
critical_path.slowest_cell = "nor2b_4"
worstSetupEndpointType = "output port"
cp.required_ns = 5.20

[placement]
gp_congestion = 1.03
hpwl_um = 115000
port_buffers = 805

[layout]
area_growth_pct = 172
layout_top_cells = "clkdlybuf4s50_1, a22oi_1, buf_4"
regArea_sq_um = 0
clkbuf_count = 0
design.seq.count = 0
layout-drive-gt1-share_pct = 8.92
final_common_cell = "clkdlybuf4s50_1"
n_fill_cell = 10207

[flow_run]
maxCapViolations = 0
warnings = 32

[grt]
grt_max_degree = 35
antenna_found_initial = 146
grt_usage_pct = 23.8
grt_overflow_total = 0
first_global_vias = 12885
grt_pass1_wl_um = 156000

[worst_hold_path]
min_path_type = "in -> out"

[die]
die_x_um = 322
std_cell_rows = 110
pin_count = 805
initCoreUtil_pct = 6.34
die_area_sq_mm = 0.104
die_height_um = 322
coreArea_sq_mm = 0.0903

[power_and_ir_drop]
powerDensity_mw_per_mm2 = 68.0
p_total_mw = 1.06
leakage_nw = 5.27
ir_drop_v = 0.0000196

[synthesis]
synth_cell_types = 62
ys_cells = 802
yosys_warnings = 1
syn_inst = 802
synth_top_cell_by_area = "a22oi_1"
yosys_area_sq_mm = 0.00572
ys_seq_share_pct = 0
top_area_share_pct = 24.3
synthesis.area_sq_mm = 0.00572
syn_avg_cell_area_sq_um = 7.14
topCellsByArea = "a22oi_1, mux2i_1, buf_2, a221oi_1, nand4_1"

[drt]
drc = 0
dr.pass1.iters = 8
wl_per_cell_um = 45.7
avgViaCountPerCell = 4.53
maxUsedRoutingLayer = "met5"
wl_met3_um = 17700
met2_wirelength_um = 57400
routed_wirelength_um = 128000
routed-via-count = 12733
drt-met1-wl_um = 48000
drtIter0Drc = 1686
ant_nets = 0

[sta]
drv_slew = 0
min_period_ns = 6.06
rsz0062_at_grt = "no"
setup_viol = 0
slew_headroom_pct = 37.2
hold_viol = 0
max_freq_mhz = 165
finalClockPeriodUsage_pct = 93.3
fin_setup_tns_ns = 0
tightest_slew_ns = 0.919

[clock_tree]
ctsResizeCount = 0
cts_hold_buf = 0
post_cts_buffers = 0

[outcome]
status = "finished, final reports clean"
worst min-delay path: stages:
cell and delay, ns:
clkdlybuf4s50_1 0.50, a21oi_1 0.07, nand4_1 0.18, buf_12 0.14
stage by stage:
step | utilization (%) | cells | area [sq um] | setup WS (ns) | hold slack [ns]
2_1_floorplan | - | 802 | 5720 | 2.49 | 2.67
3_3_place_gp | 17.2 | 2779 | 15500 | 0.512 | 3.52
3_5_place_dp | 17.2 | 2779 | 15500 | 0.505 | 3.49
4_1_cts | 17.2 | 2779 | 15500 | 0.508 | 3.50
5_1_grt | 17.2 | 2796 | 15600 | 0.433 | 3.55
6_report | 17.3 | 2810 | 15600 | 0.436 | 3.49
cell type report:
type	instances	area, sq um	share of cell area [%]
repair buffers	888	8700	55.8
inverters	6	22.5	0.144
well taps	1176	1470	9.44
diodes	31	77.6	0.498
multi-input cells	709	5320	34.1
power breakdown:
group | total [mW] | switching (mW) | internal [mW]
sequential | 0 | 0 | 0
combinational | 1.06 | 0.470 | 0.590
clock | 0.000000641 | 0 | 0.000000641
total | 1.06 | 0.470 | 0.590
cell usage after synthesis, drive strengths merged (3+ instances only):
library cell / count
nor4: 8
and4: 9
a22o: 22
o2bb2ai: 11
buf: 76
nand3b: 7
or3: 7
nand2b: 10
nor3: 32
or2: 4
a2111oi: 7
o32ai: 10
mux2i: 83
a21oi: 29
and3: 7
nor2b: 4
o21ai: 7
a22oi: 186
or4: 10
nand3: 14
o22ai: 17
o32a: 5
clkbuf: 11
inv: 6
nand4b: 3
nand2: 40
mux2: 14
a32oi: 4
or3b: 4
a211oi: 9
a221oi: 26
a221o: 9
nand4: 33
nor2: 57
o221ai: 3
metal layers:
metal | vias up | GRT usage, %
met4 | 184 | 5.52
met5 | - | 0
met3 | 348 | 13.4
li1 | 5034 | -
met2 | 1158 | 37.6
met1 | 6009 | 27.6
worst min-delay path by stage:
stage	startpoint	to	depth (start not counted)
after CTS	R0[6]	Y[6]	4
after global routing	R0[6]	Y[6]	4
final	R0[6]	Y[6]	4
kinds of logic after synthesis:
logic type,count (synthesis),synth area share [%]
buffers and inverters,93,9.36
AND-OR/OR-AND,356,47.6
AND/OR/NAND/NOR,255,25.4
multiplexers,98,17.7
No activity file was given, so power comes from the tool's default toggle rates.
