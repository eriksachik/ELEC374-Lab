$ cat design/flow/run.sh
#!/bin/bash
# OpenROAD 26Q1-2900-gdf79404cd8, Yosys 0.63+post, stock flow scripts
make -C /OpenROAD-flow-scripts/flow DESIGN_CONFIG=/design/flow/config.mk WORK_HOME=/design/flow/orfs finish
$ cat design/flow/config.mk
export PLATFORM = sky130hd
export DESIGN_NAME = Subtract
export DESIGN_NICKNAME = Subtract
export VERILOG_FILES = /design/flow/design.v
export SDC_FILE = /design/flow/constraint.sdc
export NUM_CORES = 4
export LEC_CHECK = 1
export CORE_AREA = 10 10 93 93
export DIE_AREA = 0 0 103 103
$ cat design/flow/constraint.sdc
current_design Subtract

set clk_period 18.2
set clk_io_pct 0.2

create_clock -name clk0 -period $clk_period

set non_clock_inputs [all_inputs -no_clocks]
set_input_delay [expr $clk_period * $clk_io_pct] -clock clk0 $non_clock_inputs
set_output_delay [expr $clk_period * $clk_io_pct] -clock clk0 [all_outputs]
$ cat design/flow/design.v
`timescale 1ns/10ps
module Subtract(
    input [31:0] A, B,
    output reg [31:0] Result
);
    reg [32:0] Borrow;   
    integer i;
    always @(*) begin
        Borrow = 33'd0;  
        for (i = 0; i < 32; i = i + 1) begin
            Result[i] = A[i] ^ B[i] ^ Borrow[i];
            Borrow[i+1] = (~A[i] & B[i]) | (Borrow[i] & (~(A[i] ^ B[i])));
        end
    end
endmodule
==> impl_metrics.toml <==
# physical design summary
[status]
outcome = "finished, violations left"
violations = "negative setup slack"

[sta]
slew_headroom_pct = 93.1
finalCriticalPeriod_ps = 18250
tns_ps = -51.4
hold_viol_final = 0
tightest_slew_ps = 103
max_freq_mhz = 54.8
rsz0062_at_grt = "yes"
min_period_over_period_pct = 100
worst_slack_ps = -51.4
timing.hold.ws_ps = 7890
setup-violations-final = 1
slew_violations = 0

[route]
wl_per_cell_um = 11.6
drt_iter0_markers = 1
drc = 0
drt-vias-per-instance = 3.27
drtPass1Iterations = 2
n_antenna_cell = 0
vias = 885
ant_nets = 0
routed_wl_um = 3140

[die]
chip_area_mm2 = 0.0106
core_area_mm2 = 0.00676
io_pins = 96
rows = 30
die_w_um = 103
floorplanUtilization_pct = 12.9
dieHeight_um = 103

[power]
p_leak_nw = 0.948
switching_share_pct = 29.6
powerDensity_mw_per_mm2 = 31.8
pwr-share-seq_pct = 0
switchingPower_mw = 0.0190
share_comb_of_total_power_pct = 100.0
peakVddDrop_mv = 0.0132
power_frac_clock_pct = 0
p_int_mw = 0.0453

[global_routing]
grt_pass1_wl_um = 4550
antenna_found_initial = 0
grt_pass1_vias = 987
grtUsageTotal_pct = 5.50
grt_overflow = 0
grt_max_degree = 2

[synthesis]
syn_area_per_cell_um2 = 9.19
synth_warnings = 1
postSynthCellCount = 95
ys_seq_share_pct = 0
syn_area_um2 = 873
top_cell_area_share_pct = 68.8
ys_area_um2 = 873
synth_cell_types = 4
synthTopCellsByArea = "fa_1, inv_1, xor3_1"
yosys.area.top_type = "fa_1"
top_cell = "inv_1"
top_cells_by_count = "inv_1, fa_1, ha_1, xor3_1"
yosys_cells = 95

[worst_setup_path]
path_class = "in2out"
arrival_ps = 14610
critical_path_required_ps = 14560
worst_setup_path_start_kind = "input pin"
worst-path-max-fanout = 1
path_delay_family = "adder cells"
slowest_delay_ps = 360
path_common_cell = "fa_2"
cp.depth = 35
worst_path_max_delay_cell = "fa_2"
crit_buf_inv = 4
cp-end-kind = "output port"

[cells_and_area]
syn2layout_area_growth_pct = 131
drive_above_1_share_pct = 20.9
seq_area_um2 = 0
num-fill-cells = 709
finalNonFillerCells = 271
final_area_mm2 = 0.00202
postLayoutCoreUtil_pct = 29.9
flop-count = 0
nClkBuffers = 0

[run]
cap_violations = 0
warnings = 34

[clock_tree]
cts_setup_buffers = 0
ctsResizeCount = 23
cts_hold_buf = 0

[place]
hpwl_um = 3100
dp.cells = 271
numPortBuffers = 96
gp_congestion = 0.768
placed_cell_area_mm2 = 0.00199

[hold_path]
min_path_cells = 4
hold_path.class = "in2out"
-- worst min-delay path, cell delays in order --
cell and delay (ps):
buf_6 70, ha_4 100, inv_1 30, clkdlybuf4s50_1 400
-- cells in the final DEF (no fill, tap or decap), drive strengths merged --
cell / Yosys / final
clkdlybuf4s50: 0 / 88
inv: 63 / 63
fa: 30 / 30
buf: 0 / 3
dlygate4sd2: 0 / 2
dlymetal6s2s: 0 / 2
xor3: 1 / 1
ha: 1 / 1
clkbuf: 0 / 1
-- per-stage QoR --
stage / power [mW] / setup slack (ps)
2_1_floorplan: 0.0170 / 10.9
3_3_place_gp: 0.0656 / -1250
3_5_place_dp: 0.0662 / -1250
4_1_cts: 0.0665 / -564
5_1_grt: 0.0738 / -362
6_report: 0.0643 / -51.4
-- layer usage --
| layer | routed length (µm) | up-vias | GRT usage [%] |
|---|---|---|---|
| li1 | - | 416 | - |
| met1 | 1230 | 378 | 7.09 |
| met2 | 886 | 91 | 6.19 |
| met3 | 1030 | 0 | 6.23 |
| met4 | 0 | 0 | 0 |
| met5 | 0 | - | 0 |
-- worst paths after layout --
kind,end,slack (ps),startpoint
setup / recovery,Result[31],-50,B[1]
hold / removal,Result[0],7890,B[0]
-- power by group through the flow --
stage,Sequential [mW],Clock (mW),Combinational (mW)
CTS,0,0,0.0665
global route,0,0,0.0738
finish,0,0,0.0643
-- kinds of logic (layout without fill, tap and decap cells) --
| kind of cell | count (synthesis) | after routing | synth area share (%) |
|---|---|---|---|
| buffers and inverters | 63 | 159 | 27.1 |
| XOR/XNOR | 1 | 1 | 2.72 |
| adder cells (fa/ha/maj) | 31 | 31 | 70.2 |
-- area by class of cell --
| class | count | area [µm²] | share of cell area [%] |
|---|---|---|---|
| well taps | 80 | 100 | 4.96 |
| multi-input cells | 32 | 724 | 35.9 |
| repair buffers | 96 | 956 | 47.3 |
| inverters | 63 | 239 | 11.8 |
Power and IR drop assume default switching activity.
