==> design.v <==
`timescale 1ns/10ps
module div_32 (
    input wire [31:0] a_dividend,
    input wire [31:0] b_divisor,
    output reg [63:0] c_quotient_and_remainder
);
reg [32:0] a;
reg [31:0] q;
integer i;
reg [31:0] abs_q;
reg [31:0] abs_m;
always @(*) begin
    if (b_divisor == 0) begin
        c_quotient_and_remainder = {2*32{1'b1}};   
    end else if (a_dividend == 0) begin
        c_quotient_and_remainder = 0;   
    end else begin
        q = 0;
        a = 0;
        abs_q = a_dividend[31] ? -a_dividend : a_dividend;
        abs_m = b_divisor[31] ? -b_divisor : b_divisor;
        for (i = 31; i >= 0; i = i - 1) begin
            a = a << 1;                
            a[0] = abs_q[i];           
            a = a - abs_m;             
            if (a[32]) begin           
                q[i] = 0;              
                a = a + abs_m;         
            end else begin
                q[i] = 1;              
            end
        end
        if (a_dividend[31] != b_divisor[31]) begin
            q = ~q;   
        end
        c_quotient_and_remainder = {a[31:0], q};
    end
end
endmodule
==> run.sh <==
#!/bin/bash
# OpenROAD 26Q1-2900-gdf79404cd8, Yosys 0.63+post, stock flow scripts
make -C /OpenROAD-flow-scripts/flow DESIGN_CONFIG=/design/flow/config.mk WORK_HOME=/design/flow/orfs finish
==> config.mk <==
export PLATFORM = sky130hd
export DESIGN_NAME = div_32
export DESIGN_NICKNAME = div_32
export VERILOG_FILES = /design/flow/design.v
export SDC_FILE = /design/flow/constraint.sdc
export NUM_CORES = 4
export LEC_CHECK = 1
export CORE_UTILIZATION = 50
==> constraint.sdc <==
current_design div_32

set clk_period 287.7
set clk_io_pct 0.2

create_clock -name clk0 -period $clk_period

set non_clock_inputs [all_inputs -no_clocks]
set_input_delay [expr $clk_period * $clk_io_pct] -clock clk0 $non_clock_inputs
set_output_delay [expr $clk_period * $clk_io_pct] -clock clk0 [all_outputs]
==> run summary <==
The implementation run finished. Count of hold-fix buffers inserted at cts landed at 0. The routed design shows a via density per instance of 6.003. After legalization and detailed placement, the total HPWL measured 300.9 mm. Actual transition at the worst max-transition pin landed at 1.061 ns. After synthesis the cells add up to 95780 µm².

Switching power landed at 1167000 µW. OpenROAD reports that the post-layout worst path occupies 95.79% of the period. Proportion of layout cells with a drive suffix above 1 landed at 10.46%. Maximum clock frequency landed at 3.629 MHz. Across all setup checks in the final design, the least slack found is 12.12 ns. For this run, the number of Yosys warnings is 1. From the final report, the count of setup violators was given as 0.

The number of maximum-capacitance violations recorded for the run is 0. In this run the VDD rail shows a maximum IR drop of 12.22 mV. Average instance area after synthesis landed at 7.186 µm². Detailed routing inserted a total of 98550 vias. For the worst setup path, the data arrival time is 218.04 ns. Number of placed instances with taps included landed at 16270.

DRC marker count from the first detailed-route iteration landed at 7537. The flow ran to the end, and the final reports show no timing, DRC or antenna violations. Tally of buffers added on design ports landed at 128. Number of filler cells placed in the layout landed at 17260.

In this run the vertical extent of the chip is 439.7 µm. The final timing report lists a max-slew violation count of 0. In the Yosys report, the sequential cells make up 0% of the chip area.

Internal portion of total power landed at 991800 µW. Number of logged tool warnings landed at 263. Chip area landed at 193300 µm².

Buffers plus inverters on the worst setup path landed at 33. Excluding fillers, the count of instances in the completed layout stands at 16420. Number of sequential cells landed at 0. The initial antenna violation count was 19. The number of different library cells used by synthesis comes to 119. After global routing the overflow that remains totals 0. In the layout the commonest cells are 2148 x sky130_fd_sc_hd__ha_1, 1299 x sky130_fd_sc_hd__o21ai_0, 1222 x sky130_fd_sc_hd__nand2_1.

The top cell type in the final layout, fill and taps aside, is sky130_fd_sc_hd__ha_1. In this run the worst hold path is classified as in -> out. Sum of routed wire length over all layers landed at 374.1 mm. Final number of hold-violating endpoints landed at 0. Switching share of total power landed at 54.05%.

In the final layout, flip-flops and latches occupy 0 µm². Utilization of the core after routing landed at 56.18%. Pin count of the biggest net entering global routing landed at 58. Synthesis produced a netlist whose cell count is 13330.

Via count of the first global-routing pass landed at 87560. Global routing usage summed across all routing layers landed at 37.89%. Cell count listed in synth_stat.txt landed at 13330. In this design, the stage delay of the slowest critical-path cell is 0.68 ns. Horizontal die dimension landed at 439.7 µm.

The script logs the mean routed wire length per placed instance as 22.79 µm. STA classifies the critical path startpoint as an input pin. 128 I/O pins were placed.

By instance count, the cell type seen most on the critical path is sky130_fd_sc_hd__o21ai_0. The script computed a power per unit cell area of 20200 nW/µm². Total negative setup slack landed at 0 ns. At the end of routability-driven placement, the weighted congestion stood at 1.091. The worst setup path is of the in -> out kind. In this run the static leakage power is 0.05208 µW. Looking at the critical path, the single cell with the biggest stage delay is sky130_fd_sc_hd__or4b_2. Worst slew margin relative to its limit landed at 29.00%. Number of core rows landed at 160. According to the timing report, the data required time at the worst endpoint equals 230.16 ns. The clock period could shrink to 275.58 ns. According to the floorplan report, the placeable core area is 190200 µm². Worst setup slack after placement landed at -2.555 ns. Initial core utilization landed at 50.36%.

Post-detailed-route DRC marker count landed at 0. The timing report attributes the biggest portion of critical-path delay to AND-OR/OR-AND gates. In the finished layout, the clock tree contains a buffer count of 0. The worst setup path is captured at a primary output.

Number of routed nets with antenna violations landed at 0. Area growth from synthesis to final layout landed at 11.56%. Total iterations of the first detailed-routing run landed at 6. The synthesized netlist has a Yosys-reported chip area of 95780 µm².

Maximum fanout along the worst path landed at 22. The first global-routing pass estimated 543.9 mm of wire.
worst min-delay path, delay by kind of cell:
kind / cells / cell delay [ns]
buffers and inverters: 2 / 0.79
adders and majority gates: 1 / 0.26
AOI/OAI and AO/OA: 2 / 0.22
synth_stat cells (34+ instances only):
cell type	count	area share, %
sky130_fd_sc_hd__o21ai_1	44	0.23
sky130_fd_sc_hd__ha_1	2156	28
sky130_fd_sc_hd__and2_1	80	0.52
sky130_fd_sc_hd__o21a_1	130	1.0
sky130_fd_sc_hd__a21o_1	852	6.7
sky130_fd_sc_hd__xor2_1	597	5.5
sky130_fd_sc_hd__nor2_1	913	3.6
sky130_fd_sc_hd__o31ai_1	80	0.63
sky130_fd_sc_hd__fa_1	63	1.3
sky130_fd_sc_hd__xnor2_1	1234	11
sky130_fd_sc_hd__nor2b_1	172	1.1
sky130_fd_sc_hd__nand4_1	72	0.47
sky130_fd_sc_hd__nand2b_1	164	1.1
sky130_fd_sc_hd__a211oi_1	48	0.38
sky130_fd_sc_hd__a21oi_1	1162	6.1
sky130_fd_sc_hd__mux2_2	256	3.0
sky130_fd_sc_hd__or2_2	53	0.35
sky130_fd_sc_hd__mux2i_1	44	0.46
sky130_fd_sc_hd__a31oi_1	103	0.67
sky130_fd_sc_hd__inv_1	767	3.0
sky130_fd_sc_hd__o211ai_1	34	0.27
sky130_fd_sc_hd__o21bai_1	312	2.4
sky130_fd_sc_hd__or3_1	76	0.50
sky130_fd_sc_hd__nor3_1	191	1.0
sky130_fd_sc_hd__a21boi_0	191	1.5
sky130_fd_sc_hd__nand3_1	189	0.99
sky130_fd_sc_hd__o21ai_0	1380	7.2
sky130_fd_sc_hd__clkbuf_1	168	0.66
sky130_fd_sc_hd__nand2_1	1233	4.8
sky130_fd_sc_hd__and3_1	79	0.52
worst paths after layout:
| kind | from | slack (ns) | depth (start not counted) | to |
|---|---|---|---|---|
| worst max-delay path | a_dividend[11] | 12.12 | 976 | c_quotient_and_remainder[63] |
| worst min-delay path | b_divisor[0] | 116.42 | 5 | c_quotient_and_remainder[32] |
logic make-up after synthesis:
family	count (synthesis)	synth area share, %
multiplexers	328	3.803
buffers and inverters	992	4.079
XOR/XNOR	1837	16.86
AND-OR/OR-AND	4600	29.69
AND/OR/NAND/NOR	3354	16.08
adder cells (fa/ha/maj)	2219	29.48
cell type report:
cell class	count	area [µm²]	share of cell area, %
repair buffers	770	6374	5.965
multi-input cells	12340	94360	88.31
diodes	20	50.05	0.04684
inverters	778	2924	2.736
well taps	2511	3142	2.940
repair_timing:
action / CTS / global route
buffers inserted: 9 / 121
setup endpoints to repair: 33 / 35
cloned: 0 / 2
gates resized: 32 / 446
pin swaps: 9 / 318
endpoints found under the hold margin: 0 / 0
per-stage QoR:
stage	hold slack, ns	power (µW)	area [µm²]
3_5_place_dp	116.36	2028000	103900
2_1_floorplan	115.33	2126000	95800
6_report	116.42	2159000	106900
5_1_grt	116.42	2181000	106800
3_3_place_gp	116.37	2007000	103900
4_1_cts	116.37	2059000	104200
metal layers:
| layer | up-vias | wire length [µm] | GRT usage [%] |
|---|---|---|---|
| met5 | - | 90 | 0 |
| met3 | 676 | 32690 | 6.910 |
| met1 | 45270 | 167100 | 53.28 |
| met4 | 14 | 21950 | 17.48 |
| met2 | 3273 | 152300 | 55.98 |
| li1 | 49320 | - | - |
Power and IR drop assume default switching activity.
